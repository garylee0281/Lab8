==> /design/flow/config.mk <==
export PLATFORM = sky130hd
export DESIGN_NAME = freq_divider
export DESIGN_NICKNAME = freq_divider
export VERILOG_FILES = /design/flow/design.v
export SDC_FILE = /design/flow/constraint.sdc
export NUM_CORES = 4
export LEC_CHECK = 1
export CORE_AREA = 10 10 109 109
export DIE_AREA = 0 0 119 119
==> /design/flow/constraint.sdc <==
current_design freq_divider

set clk_period 4.4
set clk_io_pct 0.2

create_clock -name clk0 -period $clk_period [get_ports {clk}]

set non_clock_inputs [all_inputs -no_clocks]
set_input_delay [expr $clk_period * $clk_io_pct] -clock clk0 $non_clock_inputs
set_output_delay [expr $clk_period * $clk_io_pct] -clock clk0 [all_outputs]
==> /design/flow/design.v <==
`timescale 1ns / 1ps
module freq_divider(
   clk_out,  
	clk_ctl,  
	clk_150,
	clk,  
	rst_n,	 
	cnt_h
	); 
	output reg clk_out;  
	output reg [1:0] clk_ctl;  
	output reg clk_150; 
	output [4:0]cnt_h;
	input clk;  
	input rst_n;  
	reg [14:0] cnt_l;  
	reg [4:0] cnt_h;  
	reg cnt_t;
	reg [25-1:0] cnt_tmp;  
	always @(clk_out or cnt_h or clk_150 or cnt_t or clk_ctl or cnt_l)
		cnt_tmp = {clk_out,cnt_h,clk_150,cnt_t,clk_ctl,cnt_l} + 1'b1;
	always @(posedge clk or negedge rst_n)
		if (~rst_n) {clk_out, cnt_h, clk_150,cnt_t,clk_ctl, cnt_l}<=25'd0;
		else {clk_out,cnt_h,clk_150,cnt_t,clk_ctl, cnt_l}<=cnt_tmp;
endmodule
==> /design/flow/run.sh <==
#!/bin/bash
# OpenROAD 26Q1-2900-gdf79404cd8, Yosys 0.63+post, stock flow scripts
make -C /OpenROAD-flow-scripts/flow DESIGN_CONFIG=/design/flow/config.mk WORK_HOME=/design/flow/orfs finish
==> flow_summary.yaml <==
# flow metrics
outcome:
  result_of_the_run: "finished, final reports clean"
synth:
  post_synth_area_from_yosys_stat_um2: 1110
  yosys.area.top_type: "dfrtp_1"
  post_synth_mux_area_share: 0
  share_of_synthesized_cell_area_in_and_or_nand_and_nor_gates: 0.234
  synth-main-ff-cell: "dfrtp_1"
  synth_async_sr_flop_share: 1.00
  post_synth_main_logic_family: "simple AND/OR/NAND/NOR gates"
  yosys.stat.seqShare: 0.566
  ys.warnings.count: 1
  edf_count: 0
  post_synth_ao_oa_area_fraction: 0
  synth_area_um2: 1110
  yosysTopAreaCellShare: 0.566
  synthDistinctLibCells: 15
  synth_top_cell_by_count: "dfrtp_1"
  synthTopCellsByCount: "25 x dfrtp_1, 15 x xnor2_1, 9 x nand3_1"
  post_synth_inst_count: 85
  synth-seq-cells: 25
  ranking_of_synthesized_cells_by_area: "dfrtp_1 57%, xnor2_1 12%, xor2_1 6.3%"
  yosys_cells: 85
  synth_adder_area_share: 0.0113
  ys_sh_xor: 0.182
  syn_area_per_cell_um2: 13.0
grt:
  groute.layer.met1.usage: 0.0358
  global_route_wire_length_before_repair_mm: 3.22
  first_global_vias: 672
  grt_util_met2: 0.0401
  use_met3: 0.0149
  top_usage_layer: "met2"
  grt_max_degree: 26
  grt_util_all_layers: 0.0271
  antenna_found_initial: 0
  overflow_left_after_global_routing: 0
clock_tree:
  tritoncts_num_sinks: 25
  clockBufferDepth: 2
  cts_made_buffers: 3
  clk_latency_ps: 260
  htree_num_levels: 1
  holdBufCountCts: 0
  cts-root-buf: "clkbuf_8"
  cts_tree: "done"
  cts_resized: 0
  cts_post_setup_buffers_inserted: 0
  clkSlewWorstSetupHoldPaths_ps: 80
routing:
  route.antenna.remaining_nets: 0
  drtIter0Drc: 26
  dr_total_vias: 656
  drt_first_pass_iters: 3
  detail_route.wirelength_mm: 1.80
  wl_per_cell_um: 7.74
  insertedDiodeCount: 0
  viasPerCell: 2.82
  drt_drc_violations_left: 0
power_and_ir_drop:
  power_per_cell_area_nw_per_um2: 258
  power_leakage_uw: 0.000646
  fin_total_pwr_uw: 368
  vdd.ir_drop.worst_mv: 0.118
setup_path:
  critical_path.cell_chain: "clkdlybuf4s50_1"
  cpMaxStageDelayCell: "clkdlybuf4s50_1"
  worstPathRequired_ps: 3520
  critical-path-top-delay-family: "buffers and inverters"
  crit_path_start_kind: "register"
  crit_buf_inv: 1
  cp_slowest_stage_delay_ps: 490
  worst_flop_to_flop_path_endpoint: "clk_150"
  cp_num_cells: 1
  end_kind: "output pin"
  setup.worst_path.start: "clk_ctl[0]"
  criticalPathCategory: "reg2out"
  reg2regPathDepth: 5
  critPathMaxFanout: 6
  worst_setup_ep: "clk_ctl[0]"
  timing.rr.start: "cnt_l[0]"
  r2r_slack_ps: 2780
  worst-endpoint-arrival_ps: 1180
timing:
  layout_min_cycle_time_ps: 2060
  finalWorstSetupSlack_ps: 2340
  maxClockFrequency_ghz: 0.485
  period_used_share: 0.469
  worst_slew_pin_slew_ps: 405
  setup_tns_ps: 0
  final-setup-viol-count: 0
  max-slew-margin-rel: 0.728
  rsz0062_at_grt: "false"
  report.final.slew_viol_count: 0
  timing_hold_violations_final: 0
  fin_worst_skew_ps: 2.04
floorplan:
  chipArea_um2: 14200
  io-pin-count: 11
  core.rowCount: 36
  chipHeight_um: 119
  die_w_um: 119
  initial_utilization: 0.115
  coreArea_um2: 9640
run:
  log.warning_count: 25
  cap_violations: 0
cells_and_area:
  layout.cells.non_filler: 233
  filler_cell_count: 1093
  drive_above_1_share: 0.100
  area_growth_pct: 28.8
placed_design:
  gpl.final_weighted_congestion: 0.725
  placed_cells_incl_taps: 229
  port_buffers: 10
  hpwl_after_detailed_placement_mm: 1.37
  dpl_worst_slack_ps: 2620
min_path:
  hold_path_class: "reg2reg"
worst min path at each step:
stage	startpoint	end	slack, ps	depth (start not counted)
finish	clk_out	clk_out	470	1
CTS	clk_out	clk_out	480	1
global route	clk_out	clk_out	480	1
through the flow:
step / hold WS (ps) / utilization / cell area, um2
2_1_floorplan: 424 / - / 1110
4_1_cts: 481 / 0.148 / 1430
6_report: 470 / 0.148 / 1430
5_1_grt: 483 / 0.148 / 1430
3_5_place_dp: 470 / 0.143 / 1380
3_3_place_gp: 462 / 0.143 / 1380
metal layers:
metal / share of wire / vias up / wire, um
li1: - / 330 / -
met1: 0.49 / 315 / 875
met2: 0.45 / 11 / 806
met3: 0.068 / 0 / 122
met4: 0 / 0 / 0
met5: 0 / - / 0
flip-flops by register name, indices dropped and copies added (netlist names):
signal   count
cnt_h        5
cnt_l       15
clk_150      1
cnt_t        1
clk_out      1
clk_ctl      2
area by class of cell:
cell class,count,area [um2],share of cell area
clock buffers,4,45.0,0.0316
multi-input cells,58,473,0.332
well taps,133,166,0.117
inverters,2,7.51,0.00527
flip-flops and latches,25,626,0.439
repair buffers,11,108,0.0755
power by group:
group	total, uW	switching, uW	internal, uW
registers	229	0	229
logic	5.85	4.49	1.36
clock network	132	67.9	64.6
total	368	72.4	295
logic make-up (layout without fill, tap and decap cells):
| family | Yosys count | in the layout |
|---|---|---|
| fa+ha+maj | 1 | 1 |
| xor+xnor | 23 | 23 |
| flops | 25 | 25 |
| buf+inv | 2 | 17 |
| simple gates | 34 | 34 |
layout by cell type (no fill, tap or decap), types with 2 or more instances in the layout:
cell              n
clkdlybuf4s50_1  10
and3_1            5
nand3_1           9
nor4_4            2
clkbuf_8          3
nand2_1           4
nand4_1           4
inv_1             2
nand4_4           2
xor2_1            8
and4_1            2
xnor2_1          15
dfrtp_1          25
nor2_1            4
Power is estimated from default activity; no workload was simulated.
