==> flow/design.v <==
`timescale 1ns / 1ps
module control_function(clk,reset,switch_setting,hr_control,min_control,out0,out1,out2,out3,fast_clk
    );
input fast_clk;
input clk,reset,switch_setting,hr_control,min_control;
output [3:0]out0,out1,out2,out3;
reg [3:0]out0,out1,out2,out3;
reg[3:0]hr_t,hr_s,min_t,min_s;
always@(posedge clk or negedge reset)
begin
	if(~reset)
	begin
		hr_t<=4'd0;
		hr_s<=4'd0;
		min_t<=4'd0;
		min_s<=4'd0;
	end
	else
	begin
		if(switch_setting==1)
			begin
				if(min_control==1&&hr_control==0)
					begin
						if(min_s>=4'd9)
						begin
							if(min_s>=4'd9&&min_t>=4'd5)
								begin
									if(min_s>=4'd9&&min_t>=4'd5&&hr_s>=4'd9)
										begin
												min_s<=4'd0;
												min_t<=4'd0;
												hr_s<=4'd0;
												hr_t<=hr_t+4'd1;
										end
									else
										begin
										if(min_s>=4'd9&&min_t>=4'd5&&hr_s>=4'd3&&hr_t>=4'd2)
												begin
												min_s<=4'd0;
												min_t<=4'd0;
												hr_s<=4'd0;
												hr_t<=4'd0;
												end
											else
												begin
												min_s<=4'd0;
												min_t<=4'd0;
												hr_s<=hr_s+4'd1;
												end
										end
								end
							else
								begin
									min_s<=4'd0;
									min_t<=min_t+4'd1;
								end
						end
						else
						begin
							min_s<=min_s+4'd1;
						end
					end
				else if(min_control==0&&hr_control==1) 
					begin
						if(hr_s>=4'd9)
						begin
								hr_s<=4'd0;
								hr_t<=hr_t+4'd1;
						end
						else
						begin
							if(hr_s>=4'd3&&hr_t>=4'd2)
							begin
								hr_s<=4'd0;
								hr_t<=4'd0;
							end
							else
							begin
								hr_s<=hr_s+4'd1;
							end
						end
					end
				else
					begin
						hr_t<=hr_t;
						hr_s<=hr_s;
						min_t<=min_t;
						min_s<=min_s;
					end
			end
		else
			begin
				hr_t<=hr_t;
				hr_s<=hr_s;
				min_t<=min_t;
				min_s<=min_s;
			end
	end
end
always@(posedge fast_clk or negedge reset)
begin
	if(~reset)
	begin
		out0<=4'd0;
		out1<=4'd0;
		out2<=4'd0;
		out3<=4'd0;
	end
	else
	begin
		out0<=hr_t;
		out1<=hr_s;
		out2<=min_t;
		out3<=min_s;
	end
end
endmodule
==> flow/run.sh <==
#!/bin/bash
# OpenROAD 26Q1-2900-gdf79404cd8, Yosys 0.63+post, stock flow scripts
make -C /OpenROAD-flow-scripts/flow DESIGN_CONFIG=/design/flow/config.mk WORK_HOME=/design/flow/orfs finish
==> flow/config.mk <==
export PLATFORM = sky130hd
export DESIGN_NAME = control_function
export DESIGN_NICKNAME = control_function
export VERILOG_FILES = /design/flow/design.v
export SDC_FILE = /design/flow/constraint.sdc
export NUM_CORES = 4
export LEC_CHECK = 1
export CORE_AREA = 10 10 104 104
export DIE_AREA = 0 0 114 114
==> flow/constraint.sdc <==
current_design control_function

set clk_period 2.6
set clk_io_pct 0.2

create_clock -name clk0 -period $clk_period [get_ports {clk}]
create_clock -name clk1 -period $clk_period [get_ports {fast_clk}]

set non_clock_inputs [all_inputs -no_clocks]
set_input_delay [expr $clk_period * $clk_io_pct] -clock clk0 $non_clock_inputs
set_output_delay [expr $clk_period * $clk_io_pct] -clock clk0 [all_outputs]
==> run_results.csv <==
group,metric,value,unit
routing,firstDrtPassIters,3,
synth,yosys-dominant-comb-family,"simple AND/OR/NAND/NOR gates",
global_routing,grt_max_degree,33,
sta,fin_ws,0.581,ns
synth,synth_seq_share,57.9,%
die,fp.dieW,114,um
clocking,post_cts_resized,0,
worst_setup_path,critPathMaxFanout,9,
synth,flop_cell,"dfrtp_1",
worst_setup_path,arrival,2.17,ns
worst_setup_path,critical-path-slowest-cell,"clkdlybuf4s50_1",
routing,drc_errors,0,
placed_design,dp_slack,0.322,ns
die,io_pins,22,
pwr,power.leakage,0.802,nW
routing,antenna_cells_inserted,0,
die,die-area,0.0130,sq mm
job,cap_violations,0,
die,fp-utilization,15.9,%
routing,vias,899,
routing,drt_iter0_markers,52,
pwr,switching_share,31.1,%
clocking,cts_tree,"done",
pwr,peakVddDrop,0.313,mV
placed_design,place_area,0.00173,sq mm
clocking,cts_setup_buffers,0,
finish,final_util,21.0,%
global_routing,grt_pass1_vias,892,
worst_setup_path,max_stage_delay,0.45,ns
sta,worst_pin_slew,0.493,ns
routing,avgViaCountPerCell,3.54,
sta,slew_headroom,66.9,%
synth,yosys.area.top_type_share,57.9,%
synth,synth-edff-count,0,
worst_setup_path,cp.required,2.76,ns
status,outcome,"finished, final reports clean",
die,rows,34,
synth,synthArstFlopShare,100,%
sta,skew,0.00336,ns
sta,rsz0062_at_grt,"no",
worst_setup_path,worstSetupStartpointType,"input pin",
synth,synthCells,118,
sta,setup-violations-final,0,
synth,syn_avg_cell_area,11.7,sq um
synth,synth_cell_type_count,30,
pwr,p_clk_share,22.2,%
worst_setup_path,end_kind,"register",
synth,largest_area_cell,"dfrtp_1",
placed_design,gp_congestion,0.811,
synth,synthMuxAreaShare,0.723,%
finish,area_growth,31.7,%
global_routing,antenna_found_initial,0,
pwr,combPwrFrac,31.1,%
routing,wl_per_cell,10.2,um
global_routing,grt_use_total,4.31,%
synth,ys_cells,118,
pwr,seqPwrFrac,46.7,%
synth,yosys_area,0.00138,sq mm
routing,wl,2600,um
synth,ys_ff,32,
job,warning_count,33,
worst_hold_path,hp-class,"register to register",
pwr,p_total,1.81,mW
worst_setup_path,reg2reg_slack,0.83,ns
finish,final_cells,254,
synth,yosys-top-cells-count,"dfrtp_1, o21ai_0, ha_1, inv_1, nand2_1",
synth,synthTopCellsByArea,"dfrtp_1, ha_1, o21ai_0",
worst_setup_path,path_cells,"clkdlybuf4s50_1 > inv_1 > ha_1 > and2b_1 > nand3_4 > or2_1 > o31ai_1",
placed_design,io_buffers,20,
synth,adder_share,10.8,%
sta,drv_slew,0,
clocking,clk_pin_slew_worst_paths,0.07,ns
placed_design,dp_cells,247,
synth,ys_sh_simple,13.7,%
synth,synth.most_common_cell,"dfrtp_1",
sta,hold_violations,0,
die,core_region_area,0.00868,sq mm
pwr,power_density,991,mW/mm^2
sta,setup_tns,0,ns
global_routing,grt_overflow,0,
finish,finalInstanceArea,0.00182,sq mm
synth,yosysWarningCount,1,
worst_setup_path,critPathKind,"input pin to register",
global_routing,grt_pass1_wl,4490,um
clocking,hold_buffers,0,
die,die_y,114,um
pwr,switching_power,563,uW
sta,worst_hold_slack,0.409,ns
pwr,intPower,1.24,mW
finish,drive_gt1_share,9.59,%
synth,compound_area_share,13.6,%
placed_design,hpwl,2010,um
synth,ys_sh_xor,0,%
synth,syn_area,0.00138,sq mm
routing,antenna_left,0,
clocking,cts.sinks,32,
==> final cells by class <==
cell class,count,area (sq um)
inverter,12,45.0
tap,108,135
multi-input combinational,74,538
timing repair buffer,21,208
clock buffer,7,96.3
fill,947,6860
sequential,32,801
==> worst max-delay path, delay by kind of cell <==
kind / cells / cell delay, ns
AOI/OAI and AO/OA: 1 / 0.22
adders and majority gates: 1 / 0.27
buffers and inverters: 2 / 0.49
and+or+nand+nor: 3 / 0.67
==> routing by layer <==
metal / track usage [%] / share of wire, % / up-vias
met5: 0 / 0 / -
met4: 0.418 / 0.58 / 0
met3: 2.60 / 9.4 / 2
met2: 6.07 / 42 / 19
met1: 5.76 / 48 / 411
li1: - / - / 467
==> state kept, by name, summed over array words and instances (netlist names) <==
name	cells
out0	4
min_t	4
min_s	4
hr_t	4
out3	4
hr_s	4
out1	4
out2	4
==> power groups by stage <==
stage / Sequential (mW) / Combinational [mW] / Clock, mW
final: 0.844 / 0.562 / 0.401
after global routing: 0.885 / 0.648 / 0.448
after CTS: 0.852 / 0.576 / 0.417
==> cells in the final DEF, fill, tap and decap left out, drive strengths merged, types with 2 or more instances in the layout <==
cell type       n
inv            12
a21o            2
dfrtp          32
nand2b          4
and2b           2
nor2b           2
o31ai           4
a21oi           2
nand3           7
clkbuf          7
o21ai          14
nand2           8
nor2            4
ha             12
clkdlybuf4s50  20
a41oi           2
==> cell families after synthesis <==
| logic type | after synthesis |
|---|---|
| AND-OR/OR-AND | 28 |
| multiplexers | 1 |
| adder cells (fa/ha/maj) | 12 |
| buffers and inverters | 12 |
| AND/OR/NAND/NOR | 33 |
| flip-flops | 32 |
==> path summary, 6_finish.rpt <==
check,startpoint,end,depth (start not counted)
max,hr_control,hr_t[3],7
min,min_s[3],out3[3],0
max reg2reg,min_s[0],hr_t[3],7
min reg2reg,min_s[3],out3[3],0
max in group asynchronous,reset,hr_t[1],2
max in group clk1,hr_s[0],out1[0],0
min in group clk0,hr_t[3],hr_t[3],1
min in group asynchronous,reset,hr_t[0],2
Power figures rest on the tool's default switching activity, not on a simulated workload.
