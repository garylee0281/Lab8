<file path="design/flow/design.v">
`timescale 1ns / 1ps
module count( clk,start_stop,out0,out1,out2,out3,rst
);
input clk ,start_stop,rst;
output [3:0]out0,out1,out2,out3;
reg [3:0]temp0,temp1,temp2,temp3;
reg [3:0]out0,out1,out2,out3;
always@(posedge clk or negedge rst)
begin
if(~rst)
begin
temp0<=4'd0;
temp1<=4'd0;
temp2<=4'd0; 
temp3<=4'd0; 
end
	else
	begin
	if(start_stop==1)
		begin
			if(temp3>=4'd9)
			begin
			temp3<=4'd0;
			temp2<=temp2+4'd1;
				if(temp3>=4'd9&&temp2>=4'd5)
				begin
					temp3<=4'd0;
					temp2<=4'd0;
					temp1<=temp1+4'd1;
						if(temp3>=4'd9&&temp2>=4'd5&&temp1>=4'd9)
						begin
							temp3<=4'd0;
							temp2<=4'd0;
							temp1<=4'd0;
							temp0<=temp0+4'd1;
						end
						else
						begin
						end
				end
				else
				begin
				end
			end
			else
			begin
			temp3<=temp3+4'd1;
			end
		end
	else if(start_stop==0)
		begin
		temp3<=temp3;
		temp2<=temp2;
		temp1<=temp1;
		temp0<=temp0;
		end
	else
		begin
		end
	end			
end
always@(posedge clk or negedge rst)
begin
	if(~rst)
	begin
	out0<=4'd0;
	out1<=4'd0;
	out2<=4'd0;
	out3<=4'd0;
	end
	else
	begin
	out0<=temp0;
	out1<=temp1;
	out2<=temp2;
	out3<=temp3;
	end
end
endmodule
</file>
<file path="design/flow/run.sh">
#!/bin/bash
# OpenROAD 26Q1-2900-gdf79404cd8, Yosys 0.63+post, stock flow scripts
make -C /OpenROAD-flow-scripts/flow DESIGN_CONFIG=/design/flow/config.mk WORK_HOME=/design/flow/orfs finish
</file>
<file path="design/flow/config.mk">
export PLATFORM = sky130hd
export DESIGN_NAME = count
export DESIGN_NICKNAME = count
export VERILOG_FILES = /design/flow/design.v
export SDC_FILE = /design/flow/constraint.sdc
export NUM_CORES = 4
export LEC_CHECK = 1
export CORE_AREA = 10 10 90 90
export DIE_AREA = 0 0 100 100
</file>
<file path="design/flow/constraint.sdc">
current_design count

set clk_period 3.3
set clk_io_pct 0.2

create_clock -name clk0 -period $clk_period [get_ports {clk}]

set non_clock_inputs [all_inputs -no_clocks]
set_input_delay [expr $clk_period * $clk_io_pct] -clock clk0 $non_clock_inputs
set_output_delay [expr $clk_period * $clk_io_pct] -clock clk0 [all_outputs]
</file>
==> run notes <==
Figures from the flow reports.

Place:
- The run gives the placed instance count as 197.
- The run puts the quantity of I/O buffers inserted on ports at 18.
- The run puts the half-perimeter wire length after detailed placement at between 1500 and 2000 um.
- RePlAce ended its routability-driven mode at a weighted congestion of 0.7555.

Clock tree:
- TritonCTS built the clock tree.
- The run gives the number of buffers on the longest clock path as 2.
- The clock net in this run drives a total of 32 sinks.
- Post-CTS timing repair inserted 0 buffers for setup.
- In the CTS report, the clock slew at the register clock pins of the worst setup and hold paths is listed as 0.07 ns.
- The run puts the post-cts repair resize count at 0.
- In this run the clock root is driven by a clkbuf_8.
- The run puts the number of buffers inserted during clock tree synthesis at 5.
- The run puts the clock insertion delay at the later pin of the skew report at 0.28 ns.
- The run gives the number of H-tree levels as 2.
- The run puts the count of hold-fix buffers inserted at cts at 0.

Worst setup path:
- The data required time reported for the critical path is 3.47 ns.
- The run gives the worst-case reg-to-reg path depth as 6.
- The run gives the kind of critical path as in -> reg.
- The run gives the nature of the critical path endpoint as a flip-flop.
- The run puts the highest net fanout along the worst path at 9.
- The run puts the data arrival time of the critical path at around 2.2 ns.
- The worst setup path is launched from an input port.

Global routing:
- The run gives the largest net degree at the start of global routing as 33.
- The run puts the wire length of the first global-routing pass at 3850 um.
- The number of antenna violations at the first check in global routing came to 0.
- The run gives the final global-route overflow total as 0.
- The run puts the via count of the first global-routing pass at roughly 810.
- For this run, the total global-route usage over all layers was measured as about 4.6%.

Power and ir drop:
- The run puts the peak supply drop at 0.0002865 V.
- The run gives the static power due to leakage as 0.7861 nW.
- The report lists the power per cell area as about 770 nW/um^2.
- Net switching is between 20 and 30% of the power.
- The run puts the total internal power at between 0.9 and 1 mW.
- The run puts the net load switching power at 0.3903 mW.
- The run gives the proportion of power drawn by flip-flops and latches as 45.5%.
- Per report_power, the clock group accounts for 27.4% of the total.
- Per report_power, the combinational group accounts for between 20% and 30% of the total.

Synth:
- The run puts the adder-cell area share of the yosys netlist at about a tenth.
- The run puts the AND-OR/OR-AND share of the synthesized area at under 10%.
- For reference, simple AND, OR, NAND and NOR cells occupy 12.61% of the area reported after synthesis.
- The run puts the tally of unique sky130hd cells used after synthesis at 29.
- The run puts the fraction of registers with async set/reset at 100.0%.
- The commonest register cell is dfrtp_1.
- In the Yosys report, the sequential cells make up about 61% of the chip area.
- The synthesis report lists the Yosys warning total as 1.
- The run puts the cell area after synthesis at 1310 sq um.
- The synthesized netlist was found by Yosys to have 103 cells.
- The run puts the xor and xnor area share after synthesis at 2.006%.
- The run gives the average cell area after synthesis as between 10 and 15 sq um.
- According to the Yosys statistics, the synthesized design has a chip area of 1310 sq um.
- In the synthesized netlist, mux cells make up under 10% of the area.
- The synthesized design contains 32 register bits.
- The run puts the number of enable flip-flop cells at 0.
- The run gives the instance tally after logic synthesis as around 100.
- By area, the combinational part of the netlist is dominated by simple AND/OR/NAND/NOR gates.

Floorplanning:
- The floorplan has 29 rows.
- The run puts the fraction of the core area occupied by cells at floorplan at between 20% and 30%.
- The run puts the total die area at approximately 10000 sq um.
- The run puts the number of primary I/O pins at 19.
- The run puts the area of the core at ~6300 sq um.
- The run puts the die span in y at 100 um.
- According to the floorplan report, the die width is 100 um.

STA:
- The run gives the total negative slack as 0 ns.
- After layout, the minimum clock period comes to 2.024 ns.
- The run gives the transition time at the pin with the least slew margin as about 0.41 ns.
- Setup repair after global routing left no endpoint under its margin.
- The run gives the number of setup violations in the final report as 0.
- The run gives the count of final max-slew check failures as 0.
- The run gives the fmax as between 0.4 and 0.5 GHz.
- Per the slew report, the remaining headroom to the max-slew limit stands at 72.71%.
- After layout, the worst path uses around three fifths of the clock period.
- The run puts the final hold violation count at 0.
- The run puts the worst-case clock skew at about 0.006 ns.

Run:
- The run gives the OpenROAD warning count as 31.
- The run reported a max-capacitance violation count of 0.

Route:
- The run puts the remaining design rule violation count at 0.
- The run gives the detailed-route via count as 819.
- Once detail routing completed, the nets flagged for antenna violations numbered 0.
- The script logs the mean routed wire length per placed instance as ~11 um.
- For this block, the initial DRC count from the detailed router was 40.
- The pre-antenna-repair detailed-routing pass consisted of 4 iterations.
- The run puts the total wire length after detailed routing at 2168 um.
- The run puts the number of diodes added for antenna fixing at 0.
- The run gives the vias per cell as approximately 4.

Final layout:
- Relative to the synthesized area, the layout overhead comes to 28.65%.
- The run puts the fraction of layout cells with a size suffix above 1 at about an eighth.
- The run gives the non-filler instance count after layout as around 210.

Hold path:
- The run gives the cell depth of the worst hold path as 0.
- The run gives the classification of the worst-slack hold path as reg -> reg.

Status:
- The run finished with clean final reports.
## synthesized netlist by cell type, types with 2 or more instances
library cell / count / area, sq um
a21oi_1: 3 / 15.01
xor2_1: 3 / 26.28
a21o_1: 2 / 15.01
nand4_1: 2 / 12.51
o21ai_0: 10 / 50.05
dfrtp_1: 32 / 800.8
nand3_1: 8 / 40.04
mux2i_1: 2 / 20.02
nor2_1: 2 / 7.510
inv_1: 7 / 26.28
ha_1: 10 / 125.1
nand2_1: 4 / 15.01
nand2b_1: 2 / 12.51
## cell type report
| cell class | instances | area, sq um |
|---|---|---|
| Multi-Input combinational cell | 62 | 466.7 |
| Clock buffer | 6 | 72.57 |
| Timing Repair Buffer | 19 | 187.7 |
| Clock inverter | 2 | 35.03 |
| Tap cell | 77 | 96.34 |
| Sequential cell | 32 | 800.8 |
| Inverter | 7 | 26.28 |
| Fill cell | 642 | 4592 |
## cells in the final DEF (no fill, tap or decap), types with 2 or more instances in the layout
master and n:
nor2_1 2, a21o_1 2, nand2_1 4, a21oi_1 3
nand2b_1 2, clkbuf_8 5, inv_1 7, mux2i_1 2
xor2_1 3, clkdlybuf4s50_1 18, nand4_1 2, ha_1 10
o21ai_0 10, nand3_1 8, dfrtp_1 32
## power groups by stage
| stage | registers (mW) | logic [mW] | clock network, mW |
|---|---|---|---|
| CTS | 0.597 | 0.361 | 0.370 |
| global route | 0.616 | 0.409 | 0.386 |
| finish | 0.593 | 0.352 | 0.357 |
## path summary, 6_finish.rpt
| check | from | to | slack [ns] |
|---|---|---|---|
| setup / recovery | start_stop | temp0[1] | 1.28 |
| hold reg to reg | temp0[3] | out0[3] | 0.41 |
| max in group asynchronous | rst | temp2[0] | 2.23 |
| min in group asynchronous | rst | temp0[0] | 0.78 |
| setup reg to reg | temp3[0] | temp0[1] | 1.39 |
| hold / removal | temp0[3] | out0[3] | 0.41 |
## stage by stage
| step | hold WS, ns | setup slack (ns) | util (%) | total power [mW] | area, sq um |
|---|---|---|---|---|---|
| after CTS | 0.4052 | 1.272 | 26.85 | 1.328 | 1685 |
| after global placement | 0.3888 | 1.012 | 25.13 | 0.9551 | 1578 |
| after floorplan | 0.3644 | 1.538 | - | 0.7803 | 1310 |
| after global routing | 0.4221 | 1.169 | 26.85 | 1.411 | 1685 |
| after detailed placement | 0.3913 | 0.9700 | 25.13 | 0.9616 | 1578 |
| final | 0.4069 | 1.276 | 26.85 | 1.303 | 1685 |
## cell families (layout without fill, tap and decap cells)
group / Yosys count / count (layout)
flops: 32 / 32
simple gates: 27 / 27
compound gates: 19 / 19
fa+ha+maj: 10 / 10
buf+inv: 9 / 34
xor+xnor: 3 / 3
mux: 3 / 3
## flip-flops by register name, summed over array words and instances (netlist names)
signal	flops
out0	4
out1	4
out2	4
out3	4
temp0	4
temp1	4
temp2	4
temp3	4
## metal layers
| layer | part of all wire [%] | up-vias | track usage (%) | routed length [um] |
|---|---|---|---|---|
| met5 | 0 | - | 0 | 0 |
| met3 | 11 | 5 | 2.429 | 229 |
| met2 | 42 | 17 | 6.819 | 915 |
| met1 | 45 | 390 | 5.851 | 973 |
| met4 | 2.3 | 0 | 1.196 | 49 |
| li1 | - | 407 | - | - |
## critical path, cell delays in order
cell	delay, ns
clkdlybuf4s50_1	0.64
nand3_2	0.22
nor3_2	0.31
mux2_2	0.36
No activity file was given, so power comes from the tool's default toggle rates.
